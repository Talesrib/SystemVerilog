[design/flow/run.sh]
#!/bin/bash
# OpenROAD 26Q1-2900-gdf79404cd8, Yosys 0.63+post, stock flow scripts
make -C /OpenROAD-flow-scripts/flow DESIGN_CONFIG=/design/flow/config.mk WORK_HOME=/design/flow/orfs finish
[design/flow/config.mk]
export PLATFORM = sky130hd
export DESIGN_NAME = top
export DESIGN_NICKNAME = top
export VERILOG_FILES = /design/flow/design.v
export SDC_FILE = /design/flow/constraint.sdc
export NUM_CORES = 4
export LEC_CHECK = 1
export CORE_AREA = 10 10 198 198
export DIE_AREA = 0 0 208 208
export SYNTH_HDL_FRONTEND = slang
[design/flow/constraint.sdc]
current_design top

set clk_period 1.5
set clk_io_pct 0.2

create_clock -name clk0 -period $clk_period [get_ports {clk_2}]

set non_clock_inputs [all_inputs -no_clocks]
set_input_delay [expr $clk_period * $clk_io_pct] -clock clk0 $non_clock_inputs
set_output_delay [expr $clk_period * $clk_io_pct] -clock clk0 [all_outputs]
[design/flow/design.v]
parameter divide_by=200000000;   
parameter NBITS_INSTR = 32;
parameter NBITS_TOP = 8, NREGS_TOP = 32, NBITS_LCD = 64;
module top(input  logic clk_2,
          input  logic [NBITS_TOP-1:0] SWI,
          output logic [NBITS_TOP-1:0] LED,
          output logic [NBITS_TOP-1:0] SEG,
          output logic [NBITS_LCD-1:0] lcd_a, lcd_b,
          output logic [NBITS_INSTR-1:0] lcd_instruction,
          output logic [NBITS_TOP-1:0] lcd_registrador [0:NREGS_TOP-1],
          output logic [NBITS_TOP-1:0] lcd_pc, lcd_SrcA, lcd_SrcB,
            lcd_ALUResult, lcd_Result, lcd_WriteData, lcd_ReadData,
          output logic lcd_MemWrite, lcd_Branch, lcd_MemtoReg, lcd_RegWrite);
  always_comb begin
    lcd_WriteData <= SWI;
    lcd_pc <= 'h12;
    lcd_instruction <= 'h34567890;
    lcd_SrcA <= 'hab;
    lcd_SrcB <= 'hcd;
    lcd_ALUResult <= 'hef;
    lcd_Result <= 'h11;
    lcd_ReadData <= 'h33;
    lcd_MemWrite <= SWI[0];
    lcd_Branch <= SWI[1];
    lcd_MemtoReg <= SWI[2];
    lcd_RegWrite <= SWI[3];
    for(int i=0; i<NREGS_TOP; i++)
        if(i != NREGS_TOP/2-1) lcd_registrador[i] <= i+i*16;
        else                   lcd_registrador[i] <= ~SWI;
    lcd_a <= {56'h1234567890ABCD, SWI};
    lcd_b <= {SWI, 56'hFEDCBA09876543};
  end
  parameter NBITS_DATA = 4;
  logic [NBITS_DATA-1:0] data_in_paralel, data_in_serial, data_out_paralel, data_out_serial;
  logic reset;
  logic seletor;
  always_comb reset <= SWI[1];
  always_comb seletor <= SWI[2];
  always_comb data_in_paralel <= SWI[7:4];
  always_comb data_in_serial <= SWI[3];
  always_ff @(posedge reset or posedge clk_2) begin
    if(reset) begin
        data_out_paralel <= 0;
    end
    else begin
        data_out_paralel <= data_in_paralel;
    end
  end
  always_ff @(posedge reset or posedge clk_2) begin
    if(reset) begin
        data_out_serial <= 0;
    end
    else begin
        data_out_serial <= {data_in_serial, data_out_serial[3:1]};
    end
  end
  always_comb SEG[7] <= clk_2;
  always_comb case (seletor)
    1'b0: LED[7:4] <= data_out_serial; 
    1'b1: LED[7:4] <= data_out_paralel; 
  endcase
endmodule
==> CHANGELOG.md <==
## Flow update

* Count of input and output buffers at 49
* Place WS at -0.5015 ns
* Power, Total at 1.334 mW
* Post-DP Area at 3058 µm²
* Status: finished clean
* Core Util, Final at 9.198%
* Slew Limit Fails at 0
* Placeable Area at 34710 µm²
* Via density per instance at 1.552
* Row count at 68
* Top cells, area: buf_4 93%, dfrtp_1 5.2%, mux2_2 1.2%
* Yosys synthesis chip area at 3886 µm²
* Fin Clk Skew at 0.001112 ns
* Ant. Diodes at 0
* Global-route wire length before repair at 10760 µm
* # Cells Yosys at 502
* HPWL after DPL at 7761 µm
* DR iter-0 viols at 18
* Worst EP arrival at 1.16 ns
* Total GRT Usage at 2.885%
* Routed len/inst at 8.081 µm
* CP endpoint kind: output port
* Final setup viols at 0
* GP Congestion at 0.7602
* Final cell count without fillers at 985
* Comb area at 1742 µm²
* Die span in x at 208 µm
* CTS hold repair buffers at 0
* Reg area at 200.2 µm²
* Critical path type: clk -> out
* Total of max-cap violations at 0
* Synth Warn # at 11
* Design Area, Final at 3193 µm²
* Synth Instances at 502
* Number of enable flip-flop cells at 0
* Latency at later pin at 0.34 ns
* Initial antenna violation count at 0
* I/O pins at 501
* Detail Route Antenna Nets at 0
* Ys flop type: dfrtp_1
* Synth Cell Area at 3886 µm²
* P_leak at 1.913 nW
* Seq share, synth at 5.151%
* WHS at 0.1384 ns
* Registers, synthesis at 8
* Most instantiated library cell after synthesis: buf_4
* Routed WL at 7960 µm
* Hold crit path type: in -> async
* Area grow syn2layout at -17.84%
* Crit Path Max Fanout at 2
* RSZ-0062 raised after global routing: no
* Kind of start point of the critical path: clock port
* Fill cells at 3991
* Worst Setup Slack, final at 0.03842 ns
* Chip Height at 208 µm
* Floorplan core density at 11.20%
* Initial DRT Pass Iterations at 4
* Commonest cells in the netlist: 480 x buf_4, 8 x dfrtp_1, 8 x inv_1, 4 x mux2_2, 2 x conb_1
* Setup total negative slack at 0 ns
* Final hold violations at 0
* # placed instances at 979
* Chip Area at 43260 µm²
* Async set or reset register ratio after synthesis at 100.0%
* Via Count at 1529
* CTS tree: done
* Top cell area share at 92.72%
* Vias in the first global route at 2066
* Number of logged tool warnings at 26
* Grt total ovfl at 0
* Worst Path Required at 1.20 ns
* Ratio of cells with drive above 1 in the final layout at 3.208%
* Synth unique cells at 5
* CTS clock-pin slew for the worst setup and hold paths at 0.04 ns
* Pin count of the biggest net entering global routing at 9
* Worst vdd ir at 363.7 µV
* Mean post-synth cell area at 7.741 µm²
* DRC Markers at 0
* PwrDens at 417.7 nW/µm²
* Yosys top cell by area: buf_4
==> power breakdown <==
group          total (mW)  switching [mW]  internal [mW]
clock               0.860           0.147          0.713
sequential          0.232         0.00393          0.228
combinational       0.242           0.128          0.114
total                1.33           0.279           1.06
==> logic make-up after synthesis <==
logic type	count (synthesis)	share of synthesized area, %
buffers and inverters	488	93.50
flip-flops	8	5.151
multiplexers	4	1.159
other	2	0.1932
==> critical path, stage by stage <==
cell             delay [ns]
clkbuf_16              0.12
clkbuf_16              0.13
clkdlybuf4s15_1        0.17
==> layer usage <==
| metal | part of all wire, % | track usage (%) |
|---|---|---|
| met3 | 12 | 1.584 |
| met4 | 0.53 | 0.2491 |
| met5 | 0 | 0 |
| met2 | 59 | 6.013 |
| met1 | 28 | 2.285 |
==> layout by cell type (no fill, tap or decap), types with 3 or more instances in the layout <==
cell / instances
dfrtp_1: 8
clkbuf_16: 6
mux2_2: 3
clkdlybuf4s50_1: 36
dlygate4sd2_1: 7
conb_1: 451
buf_4: 4
inv_1: 7
clkdlybuf4s15_1: 4
==> final timing paths <==
kind / slack (ns) / depth (start not counted) / end / start
max: 0.04 / 3 / SEG[7] / clk_2
min: 0.14 / 3 / data_out_paralel[2] / SWI[1]
max reg2reg: 1.01 / 0 / data_out_serial[1] / data_out_serial[2]
min reg2reg: 0.37 / 0 / data_out_serial[0] / data_out_serial[1]
max in group asynchronous: 1.24 / 3 / data_out_serial[1] / SWI[1]
min in group clk0: 0.30 / 1 / data_out_paralel[1] / SWI[5]
==> sequential cells by signal (all words and copies together) (netlist names) <==
register          cells
data_out_paralel      4
data_out_serial       4
==> repair_timing <==
action,4_1_cts,5_1_grt
buffers inserted,0,0
endpoints found under the setup margin,41,2
resized,21,3
gates cloned,0,0
==> final cells by class <==
cell class	instances	share of cell area, %
flip-flops and latches	8	6.270
well taps	455	17.83
multi-input cells	455	54.55
inverters	8	0.9404
clock buffers	7	5.016
repair buffers	52	15.40
Power figures rest on the tool's default switching activity, not on a simulated workload.
